<file path="flow/constraint.sdc">
current_design senales

set clk_period 2.6
set clk_io_pct 0.2

create_clock -name clk0 -period $clk_period [get_ports {clk}]

set non_clock_inputs [all_inputs -no_clocks]
set_input_delay [expr $clk_period * $clk_io_pct] -clock clk0 $non_clock_inputs
set_output_delay [expr $clk_period * $clk_io_pct] -clock clk0 [all_outputs]
</file>
<file path="flow/design.v">
module flipflop(input CLK, reset, input D, output reg Q);
always @ (posedge CLK, posedge reset) begin
	if(reset) begin
		Q <= 0;
	end
	else
		Q <= D;
	end
endmodule
module antirebote(input wire prendido, boton, clk, reset, output y);
	wire s0, s1;
	wire sf0, sf1;
	assign	sf1 = boton;
	assign	sf0 = s1 & (~boton);
	flipflop	U1(clk, reset, sf0, s0);
	flipflop	U2(clk, reset, sf1, s1);
	assign	y = s0 & prendido;
endmodule
module escaner(input wire antirebote, clk, reset, input wire[0:1]ajustes, output imp_color, negro, escaner);
	wire s0, s1;
	wire sf0, sf1;
	assign	sf1 = ( ~s0 & ajustes[1] & antirebote ) | (antirebote & ~s0 & ~ajustes[0]) | (s1);
	assign	sf0 = s0 | (antirebote & ajustes[0] & ~s0);
	flipflop	U1(clk, reset, sf0, s0);
	flipflop	U2(clk, reset, sf1, s1);
	assign	imp_color = s0 & s1;
	assign	negro = s0 & ~s1;
	assign	escaner = ~s0 & s1;
endmodule
module bandera(input wire prendido, boton, clk, reset, output y);
	wire s0, s1;
	wire sf0, sf1;
	assign	sf0 = (s0 & boton) | (s1);
	assign	sf1 = boton & ~s0 & ~s1;
	flipflop	U1(clk, reset, sf0, s0);
	flipflop	U2(clk, reset, sf1, s1);
	assign	y = s1 & prendido;
endmodule
module tinta(input wire imprimir, prendido, clk, reset, output error, output wire[0:6]y);
	wire s0, s1, s2, s3;
	wire sf0, sf1, sf2, sf3;
	assign	sf0 = (imprimir & s1 & s2 & s3) | s0;
	assign	sf1 = (imprimir & s2 & s3) | s1;
	assign	sf2 = (imprimir & ~s2 & s3) | (~imprimir & s2) | (imprimir & s1 & s2 & s3) | (s2 & ~s3);
	assign	sf3 = (imprimir & s1 & s2 & s3) | (imprimir & ~s3) | (~imprimir & s3);
	flipflop	U1(clk, reset, sf0, s0);
	flipflop	U2(clk, reset, sf1, s1);
	flipflop	U3(clk, reset, sf2, s2);
	flipflop	U4(clk, reset, sf3, s3);
	assign	error = s0;
	assign	y[0] = prendido & ((~s1 & s3) | (s1 & ~s2) | (~s1 & s2 & ~s3));
	assign 	y[1] = prendido & ((~s1 & s2 & ~s3) | (s2 & s3) | (~s1 & ~s2 & s3));
	assign 	y[2] = prendido & ((~s2 & ~s3) | (~s1 & s2 & ~s3) | (~s1 & ~s2 & s3) | (s1 & s3));
	assign	y[3] = prendido & ((s1 & s2) | (~s2 & ~s3) | (s2 & s3) | (s1 & s3));
	assign	y[4] = prendido & ((~s1 & ~s2 & s3) | (s1 & s3));
	assign 	y[5] = prendido & ((s1 & ~s2) | (~s1 & s2 & ~s3) | (~s1 & ~s2 & s3) | (s1 & s3));
	assign 	y[6] = prendido & ((s1 & s2) | (~s2 & ~s3) | (~s1 & s2 & ~s3) | (s2 & s3) | (~s1 & ~s2 & s3));
endmodule
module impresora(input wire error, color, clk, reset, input wire[0:1]pagina, output imprimir, fin);
	wire s0, s1, s2, s3;
	wire sf0, sf1, sf2, sf3;
	assign	sf0 = (~s0 & ~s2 & s3 & error) | (~s0 & ~s1 & s2) | (s0 & s1) | (~s0 & s1 & ~s3);
	assign	sf1 = (~s0 & ~s1 & ~s2 & color & pagina[1] & pagina[0]) | (s0 & ~s1 & s2 & s3) | (~s0 & s2 & ~s3 & error)  | (~s0 & ~s2 & s3 & error) | (~s0 & ~s2 & s3 & ~error)  | (~s0 & s2 & s3 & error) | (s1 & error) | (~s0 & s1 & s3);
	assign	sf2 = (~s0 & ~s2 & ~s3 & color & pagina[1] & ~pagina[0]) | (~s0 & ~s2 & ~s3 & color & ~pagina[1] & pagina[0]) | (s0 & ~s1 & ~s2 & s3) | (~s0 & ~s2 & s3 & ~error) | (s0 & s2 & ~s3) | (~s0 & s2 & s3 & error) | (s1 & s2) | (~s0 & s1 & ~s3) | (~s0 & s1 & s3);
	assign	sf3 = (~s1 & ~s2 & ~s3 & color & ~pagina[0]) | (~s0 & s2 & ~s3 & error) | (s0 & ~s1 & ~s3) | (~s0 & s3 & ~error) | (~s0 & s1 & error) | (s1 & s3);
	flipflop	U1(clk, reset, sf0, s0);
	flipflop	U2(clk, reset, sf1, s1);
	flipflop	U3(clk, reset, sf2, s2);
	flipflop	U4(clk, reset, sf3, s3);
	assign	fin = ~s0 & s1 & s2 & s3;
	assign	imprimir = s0 & ~s1;
endmodule
module	senales(input wire prendido, color, escanear, imprimir, input wire[0:1]ajustes_escaner, input wire reset, clk, rellenar_color, rellenar_negro, input wire[0:1]paginas, output wire  esc_escaner, fin_color, fin_negro, output wire[0:6]display1, output wire[0:6]display2);
	wire	b_escanear, b_imprimir, esc_color, esc_negro, senal_negra, senal_color, senal_contador_n, senal_contador_c, imprimir1_c, imprimir1_n, error1, error2;
	antirebote	antirebote_escaner(prendido, escanear, clk, reset, b_escanear);
	escaner 	escaner(b_escanear, clk, reset, ajustes_escaner, esc_color, esc_negro, esc_escaner);
	bandera		mandar_imprimir_color(prendido, esc_color, clk, reset, imprimir1_c);
	bandera		mandar_imprimir_negro(prendido, esc_negro, clk, reset, imprimir1_n);
	antirebote	antirebote_impresora(prendido, imprimir, clk, reset, b_imprimir);
	assign	negro_imp = b_imprimir & ~color;
	assign	color_imp = b_imprimir & color;
	assign	senal_negra = imprimir1_n | negro_imp;
	assign	senal_color = imprimir1_c | color_imp;
	assign	senal_contador_n = senal_negra | imprimirr_n;
	assign	senal_contador_c = senal_color | imprimirr_c;
	impresora 	impresoracolor(error1, senal_color, clk, reset, paginas, imprimirr_c, fin_color);
	tinta		tintacolor(senal_contador_c, prendido, clk, rellenar_color, error1, display1);
	impresora 	impresoranegra(error2, senal_negra, clk, reset, paginas, imprimirr_n, fin_negro);
	tinta		tintanegra(senal_contador_n, prendido, clk, rellenar_negro, error2, display2);
endmodule
</file>
<file path="flow/config.mk">
export PLATFORM = sky130hd
export DESIGN_NAME = senales
export DESIGN_NICKNAME = senales
export VERILOG_FILES = /design/flow/design.v
export SDC_FILE = /design/flow/constraint.sdc
export NUM_CORES = 4
export LEC_CHECK = 1
export CORE_AREA = 10 10 104 104
export DIE_AREA = 0 0 114 114
</file>
<file path="flow/run.sh">
#!/bin/bash
# OpenROAD 26Q1-2900-gdf79404cd8, Yosys 0.63+post, stock flow scripts
make -C /OpenROAD-flow-scripts/flow DESIGN_CONFIG=/design/flow/config.mk WORK_HOME=/design/flow/orfs finish
</file>
==> impl_metrics.tcl <==
# yosys + openroad results
set metrics [dict create \
    status "finished, final reports clean" \
    edf_count 0 \
    cellLeakagePower_nw 0.775 \
    postSynthAreaPerCell_um2 8.57 \
    ys.flops 26 \
    yosys.cell_types.count 39 \
    clock-sinks 26 \
    critPathTopFamily "buffers and inverters" \
    path_cells "clkdlybuf4s50_1 > clkinvlp_4 > a31oi_1 > clkdlybuf4s50_1" \
    antenna_violations_before_repair 0 \
    power_density_nw_per_um2 721 \
    top_cells_by_area "sky130_fd_sc_hd__dfrtp_1, sky130_fd_sc_hd__a21oi_1, sky130_fd_sc_hd__o21ai_0, sky130_fd_sc_hd__nand2b_1, sky130_fd_sc_hd__nor2b_1" \
    drt_pre_antenna_iters 4 \
    chip_area_um2 13000 \
    number_of_vias_per_cell 4.13 \
    pin_count 29 \
    route.detailed.wl_per_inst_um 10.6 \
    gr-usage-all-layers_pct 4.95 \
    max_cap_viol_count 0 \
    ant_nets 0 \
    crit_end_element "output port" \
    die_x_um 114 \
    grt.overflow.total 0 \
    synth.largest_area_cell "sky130_fd_sc_hd__dfrtp_1" \
    place.port_buffers 28 \
    final.fill_count 952 \
    area.growth.synth_to_final_pct 27.7 \
    cts_buffers 3 \
    fraction_of_the_cycle_the_final_worst_path_needs_pct 93.4 \
    ys_chip_area_um2 1520 \
    maximum_level_of_the_cts_h_tree 1 \
    critical_path.most_common_cell "sky130_fd_sc_hd__clkdlybuf4s50_1" \
    drive_above_1_share_pct 8.21 \
    tightestPinTransition_ns 0.666 \
    setup_violations 0 \
    initial_utilization_pct 17.5 \
    max-clock-path-buffers 2 \
    critical_path.max_fanout 10 \
    fin_setup_tns_ns 0 \
    finalMaxSlewViolations 0 \
    drt_drc_violations_left 0 \
    drtIter0Drc 118 \
    overall_power_mw 1.40 \
    placementRows 34 \
    floorplan.core_area_um2 8680 \
    vias_in_the_first_global_route 1145 \
    warnings 25 \
    crit_path_start_kind "input pin" \
    maxSlewHeadroom_pct 55.5 \
    detailedPlacementHpwl_um 2460 \
    antenna_cells 0 \
    cts_hold_repair.buffers 0 \
    worst-endpoint-arrival_ns 1.91 \
    critPathBufInv 3 \
    hp-class "register to register" \
    grt_pass1_wl_um 5560 \
    clk_pin_slew_ns 0.08 \
    yosys_warnings 5 \
    critical-path-max-stage-delay_ns 0.53 \
    finalCriticalPeriod_ns 2.43 \
    skew_ns 0.00235 \
    via_count 1251 \
    synthArstFlopShare_pct 100 \
    drt_wl_total_um 3200 \
    clock_tree_from_tritoncts "done" \
    fmaxAchievable_mhz 412 \
    cts_root_buffer "sky130_fd_sc_hd__clkbuf_8" \
    synth.yosys.seq_area_share_pct 42.9 \
    kind_of_critical_path "input pin to output port" \
    final_hold_viol_count 0 \
    synth-cells-yosys 177 \
    master_of_the_slowest_instance_on_the_critical_path "sky130_fd_sc_hd__clkdlybuf4s50_1" \
    grt_start_max_net_pins 19 \
    clk_latency_ns 0.26 \
    dominant_register_cell "sky130_fd_sc_hd__dfrtp_1" \
    postCtsSetupRepairBufs 0 \
    synth_largest_type_area_fraction_pct 42.9 \
    rsz0062_at_grt "no" \
    globalplace.congestion 0.826 \
    crit_required_ns 2.08 \
    synthesis.area_um2 1520 \
    die_h_um 114 \
    final.hold.worst_slack_ns 0.438 \
    postSynthCellCount 177 \
    max-vdd-ir-drop_mv 0.320 \
]
through the flow:
step,worst slack (ns),utilization (%),instances,area [um^2]
5_1_grt,0.0186,22.3,303,1940
6_report,0.171,22.3,303,1940
4_1_cts,0.129,22.3,303,1930
3_5_place_dp,0.130,21.6,299,1880
2_1_floorplan,1.11,-,177,1520
3_3_place_gp,0.125,21.6,299,1880
cell type report:
type,instances,area (um^2),area share (%)
flip-flops and latches,26,651,33.6
well taps,108,135,6.98
repair buffers,29,288,14.9
inverters,10,41.3,2.13
clock buffers,4,55.1,2.84
multi-input cells,126,767,39.6
final timing paths:
| check | startpoint | to | slack [ns] | depth (start not counted) |
|---|---|---|---|---|
| setup / recovery | prendido | display2[6] | 0.17 | 4 |
| hold / removal | mandar_imprimir_color.U1.Q$_DFF_PP0_ | mandar_imprimir_color.U2.Q$_DFF_PP0_ | 0.44 | 1 |
| setup reg to reg | impresoracolor.U1.Q$_DFF_PP0_ | tintacolor.U4.Q$_DFF_PP0_ | 1.16 | 3 |
| hold reg to reg | mandar_imprimir_color.U1.Q$_DFF_PP0_ | mandar_imprimir_color.U2.Q$_DFF_PP0_ | 0.44 | 1 |
| max in group asynchronous | reset | impresoracolor.U2.Q$_DFF_PP0_ | 1.53 | 2 |
| min in group asynchronous | rellenar_negro | tintanegra.U1.Q$_DFF_PP0_ | 0.45 | 2 |
layer usage:
metal / up-vias / part of all wire, % / global-route usage [%]
li1: 645 / - / -
met5: - / 0 / 0
met3: 2 / 10 / 2.13
met4: 0 / 0.44 / 0.334
met1: 564 / 52 / 7.74
met2: 40 / 38 / 6.34
synthesized netlist by cell type (all sizes together) (3+ instances only):
| master | instances |
|---|---|
| nand3 | 3 |
| inv | 9 |
| a31o | 4 |
| nand2b | 10 |
| clkbuf | 13 |
| and3 | 5 |
| nand2 | 14 |
| xor2 | 3 |
| mux2 | 4 |
| a21oi | 14 |
| dfrtp | 26 |
| o21bai | 3 |
| nor2b | 10 |
| nor3 | 4 |
| a21o | 4 |
| nor2 | 12 |
| o311ai | 3 |
| o21ai | 14 |
where the power goes:
part / internal, mW / switching (mW)
clock: 0.135 / 0.116
combinational: 0.295 / 0.201
sequential: 0.486 / 0.164
placed cells by master (no fill, tap or decap), drive strengths merged, types with 5 or more instances in the layout:
cell type / instances
nor2b: 10
o21ai: 14
nor2: 12
clkdlybuf4s50: 28
dfrtp: 26
and3: 5
a21oi: 14
nand2: 14
inv: 9
nand2b: 10
cell families (layout without fill, tap and decap cells):
logic type	Yosys count	count (layout)	synth area share, %
mux	6	6	4.29
simple gates	64	64	21.9
compound gates	52	52	22.0
buf+inv	25	43	6.52
flops	26	26	42.9
xor+xnor	4	4	2.31
timing repair:
item	CTS	global route
endpoints found under the hold margin	0	0
endpoints found under the setup margin	0	6
resized	0	1
Power is estimated from default activity; no workload was simulated.
