**/design/flow/config.mk**
```make
export PLATFORM = sky130hd
export DESIGN_NAME = alu
export DESIGN_NICKNAME = alu
export VERILOG_FILES = /design/flow/design.v
export SDC_FILE = /design/flow/constraint.sdc
export NUM_CORES = 4
export LEC_CHECK = 1
export CORE_AREA = 10 10 70 70
export DIE_AREA = 0 0 80 80
```
**/design/flow/constraint.sdc**
```tcl
current_design alu

set clk_period 4.1
set clk_io_pct 0.2

create_clock -name clk0 -period $clk_period

set non_clock_inputs [all_inputs -no_clocks]
set_input_delay [expr $clk_period * $clk_io_pct] -clock clk0 $non_clock_inputs
set_output_delay [expr $clk_period * $clk_io_pct] -clock clk0 [all_outputs]
```
**/design/flow/design.v**
```verilog
module contador(
    input clk, reset, enable, load, input[11:0]loadbits,
    output reg[11:0] count
);
always @ (posedge clk, posedge reset, posedge load) begin
if(enable) begin
    	count <= count + 1'b1;
	end
if(load) begin
	count <= loadbits;
	end
if(reset) begin
	count <= 000000000000;
	end
end
endmodule
module ROM(
	input logic [11:0] adress,
	output wire [7:0] data);
reg[0:11] memoria [0:4095];
initial begin
	$readmemh("memory_list", memoria);
	end
assign	data = memoria[adress];
endmodule
module alu(
           input wire [3:0] A,
           input wire [3:0] B,     
           input logic [2:0] Sel,
           output logic [3:0] out
    );
    always @(*)
    begin
        case(Sel)
        0:	
			out = A & B;
		1:	
			out = A | B;
		2:	
			out = A + B;
		3:	
			out = 4'b0000;
		4:	
			out = A & ~B;
		5:	
			out = A | ~B;
		6:	
			out = A - B;
		7:	
			out = (A < B) ? 4'b1111 : 4'b0000;
		default: 
			out = 4'b0000;
		endcase
    end
endmodule
```
**/design/flow/memory_list**
```
// lista
00
01
02
03
04
05
06
07
08
09
0a
0b
0c
0d
0e
0f
10
11
12
13
14
15
16
17
18
19
1a
1b
1c
1d
1e
1f
20
21
22
23
24
25
26
27
28
29
2a
2b
2c
2d
2e
2f
30
31
32
33
34
35
36
37
38
39
3a
3b
3c
3d
3e
3f
40
41
42
43
44
45
46
47
48
49
4a
4b
4c
4d
4e
4f
50
51
52
53
54
55
56
57
58
59
5a
5b
5c
5d
5e
5f
60
61
62
63
64
65
66
67
68
69
6a
6b
6c
6d
6e
6f
70
71
72
73
74
75
76
77
78
79
7a
7b
7c
7d
7e
7f
80
81
82
83
84
85
86
87
88
89
8a
8b
8c
8d
8e
8f
90
91
92
93
94
95
96
97
98
99
9a
9b
9c
9d
9e
9f
a0
a1
a2
a3
a4
a5
a6
a7
a8
a9
aa
ab
ac
ad
ae
af
b0
b1
b2
b3
b4
b5
b6
b7
b8
b9
ba
bb
bc
bd
be
bf
c0
c1
c2
c3
c4
c5
c6
c7
c8
c9
ca
cb
cc
cd
ce
cf
d0
d1
d2
d3
d4
d5
d6
d7
d8
d9
da
db
dc
dd
de
df
e0
e1
e2
e3
e4
e5
e6
e7
e8
e9
ea
eb
ec
ed
ee
ef
f0
f1
f2
f3
f4
f5
f6
f7
f8
f9
fa
fb
fc
fd
fe
ff
```
**/design/flow/run.sh**
```bash
#!/bin/bash
# OpenROAD 26Q1-2900-gdf79404cd8, Yosys 0.63+post, stock flow scripts
make -C /OpenROAD-flow-scripts/flow DESIGN_CONFIG=/design/flow/config.mk WORK_HOME=/design/flow/orfs finish
```
==> impl_metrics.xml <==
<?xml version="1.0" encoding="UTF-8"?>
<metrics>
  <group name="die">
    <metric name="die-height" unit="um">80</metric>
    <metric name="die.size.x" unit="um">80</metric>
    <metric name="core_util_floorplan" unit="">0.142</metric>
    <metric name="core.rowCount" unit="">21</metric>
    <metric name="total_die_size" unit="um^2">6400</metric>
    <metric name="core_area" unit="um^2">3420</metric>
    <metric name="num_io_pins" unit="">15</metric>
  </group>
  <group name="routing">
    <metric name="routed_wire_per_std_cell" unit="um">10.3</metric>
    <metric name="avgViaCountPerCell" unit="">4.02</metric>
    <metric name="vias" unit="">507</metric>
    <metric name="antenna_cells" unit="">0</metric>
    <metric name="antenna_violating_nets_post_route" unit="">0</metric>
    <metric name="route.detailed.drc" unit="">0</metric>
    <metric name="finalWirelength" unit="um">1300</metric>
    <metric name="number_of_violations_reported_at_the_end_of_detailed_routing_iteration_0" unit="">11</metric>
    <metric name="drt_first_pass_iters" unit="">4</metric>
  </group>
  <group name="placement">
    <metric name="place_worst_setup_slack" unit="ps">18.8</metric>
    <metric name="gp_routability_congestion" unit="">0.830</metric>
    <metric name="port_buffers" unit="">15</metric>
    <metric name="place_hpwl" unit="um">1110</metric>
    <metric name="place_inst" unit="">126</metric>
  </group>
  <group name="yosys">
    <metric name="cell_area_after_synthesis" unit="um^2">485</metric>
    <metric name="yosys_cells" unit="">64</metric>
    <metric name="yosys.stat.chipArea" unit="um^2">485</metric>
    <metric name="seq_area_frac_synth" unit="">0</metric>
    <metric name="ys_warn_count" unit="">1</metric>
    <metric name="synthesis.area_per_instance" unit="um^2">7.59</metric>
    <metric name="ys_types" unit="">30</metric>
    <metric name="synthCells" unit="">64</metric>
  </group>
  <group name="global_route">
    <metric name="grt_pass1_wl" unit="um">2150</metric>
    <metric name="globalRouteOverflowTotal" unit="">0</metric>
    <metric name="grt_util_all_layers" unit="">0.0391</metric>
    <metric name="first_global_vias" unit="">479</metric>
    <metric name="grt_start_max_net_pins" unit="">16</metric>
    <metric name="number_of_antenna_violations_at_the_first_check_in_global_routing" unit="">0</metric>
  </group>
  <group name="worst_setup_path">
    <metric name="worst_setup_path_start_kind" unit="">input port</metric>
    <metric name="path_class" unit="">input port to output port</metric>
    <metric name="critical_path_required" unit="ps">3280</metric>
    <metric name="critical-path-top-cell-by-count" unit="">clkdlybuf4s50_1</metric>
    <metric name="cp.arrival" unit="ps">3170</metric>
    <metric name="worst_path_max_delay_cell" unit="">clkdlybuf4s50_1</metric>
    <metric name="endpoint_kind" unit="">output port</metric>
    <metric name="slowest_delay" unit="ps">510</metric>
    <metric name="critical_path.max_fanout" unit="">3</metric>
    <metric name="path_cells" unit="">clkdlybuf4s50_1 -&gt; inv_1 -&gt; ha_1 -&gt; or3b_1 -&gt; a31oi_1 -&gt; and4b_1 -&gt; a32oi_1 -&gt; clkdlybuf4s50_1</metric>
  </group>
  <group name="clock_tree">
    <metric name="hold_buffers" unit="">0</metric>
    <metric name="cts_post_setup_buffers_inserted" unit="">0</metric>
  </group>
  <group name="final_timing">
    <metric name="holdWs" unit="ps">2620</metric>
    <metric name="fmax" unit="MHz">251</metric>
    <metric name="final_hold_viol_count" unit="">0</metric>
    <metric name="final_min_period_over_clock_period" unit="">0.972</metric>
    <metric name="rsz0062_at_grt" unit="">no</metric>
    <metric name="setup_ws" unit="ps">115</metric>
    <metric name="report.final.setup_viol" unit="">0</metric>
    <metric name="finalMaxSlewViolations" unit="">0</metric>
    <metric name="worst_relative_slew_slack" unit="">0.694</metric>
    <metric name="fin_crit" unit="ps">3990</metric>
    <metric name="measured_slew_at_the_worst_slew_check_pin" unit="ps">458</metric>
    <metric name="fin_tns_setup" unit="ps">0</metric>
  </group>
  <group name="power">
    <metric name="cellLeakagePower" unit="nW">0.291</metric>
    <metric name="power_frac_clock" unit="">0</metric>
    <metric name="power.share.switching" unit="">0.433</metric>
    <metric name="p_per_area" unit="nW/um^2">107</metric>
    <metric name="internal-power" unit="uW">43.4</metric>
    <metric name="total_net_switching_power" unit="uW">33.1</metric>
    <metric name="combPwrFrac" unit="">1.000</metric>
    <metric name="sequential_power_share" unit="">0</metric>
    <metric name="peak_supply_drop" unit="mV">0.0283</metric>
  </group>
  <group name="job">
    <metric name="drv_cap" unit="">0</metric>
    <metric name="openroad.warnings" unit="">35</metric>
  </group>
  <group name="cells_and_area">
    <metric name="layout_top_cell_excl_fill_tap" unit="">clkdlybuf4s50_1</metric>
    <metric name="layout.clock_buffers" unit="">0</metric>
    <metric name="post_route_cells_drive_above_1_share" unit="">0.100</metric>
    <metric name="synthToLayoutAreaGrowth" unit="%">47.2</metric>
    <metric name="final_cell_mix" unit="">clkdlybuf4s50_1 (15), inv_1 (8), ha_1 (7)</metric>
    <metric name="fin_cells" unit="">126</metric>
    <metric name="fin_util" unit="">0.209</metric>
    <metric name="register_area" unit="um^2">0</metric>
    <metric name="number_of_sequential_storage_elements" unit="">0</metric>
  </group>
  <group name="run_status">
    <metric name="outcome" unit="">completed</metric>
  </group>
  <group name="min_path">
    <metric name="hold_class" unit="">input port to output port</metric>
    <metric name="worst_hold_path_depth" unit="">4</metric>
  </group>
</metrics>
-- power groups by stage --
stage | Clock, mW | Sequential (mW) | Combinational (mW)
after global routing | 0 | 0 | 0.0870
final | 0 | 0 | 0.0765
after CTS | 0 | 0 | 0.0763
-- critical path: cells and delay by family --
family	cells	cell delay, ps
buffers and inverters	3	1120
AND/OR/NAND/NOR	2	580
AND-OR/OR-AND	2	350
adder cells (fa/ha/maj)	1	300
-- what timing repair did --
item,in CTS,in global routing
pin swaps,0,1
resized,1,2
endpoints found under the setup margin,1,3
-- synth_stat cells (2+ instances only) --
library cell | count | area (um^2)
a21oi_1 | 7 | 35.0
and4b_1 | 2 | 20.0
nor2b_1 | 2 | 12.5
inv_1 | 8 | 30.0
o211a_1 | 2 | 20.0
fa_1 | 2 | 40.0
buf_2 | 2 | 10.0
xor2_1 | 4 | 35.0
ha_1 | 7 | 87.6
nor2_1 | 3 | 11.3
o21ai_0 | 6 | 30.0
-- worst paths after layout --
kind      to  startpoint  slack (ps)
max   out[3]        B[1]         110
min   out[3]        A[3]        2620
-- stage by stage --
stage                     power [mW]  cell area (um^2)
final                         0.0765               714
after global routing          0.0870               714
after CTS                     0.0763               708
after detailed placement      0.0749               702
after global placement        0.0739               702
after floorplan               0.0398               485
-- area by class of cell --
class	instances	area [um^2]
fillers	395	2700
multi-input cells	53	447
repair buffers	19	180
well taps	46	57.6
inverters	8	30.0
-- logic make-up (layout without fill, tap and decap cells) --
logic type                 after synthesis  in the layout  synth area share
muxes                                    1              1            0.0206
buffers and inverters                   11             27             0.106
AOI/OAI and AO/OA                       22             22             0.281
xor gates and xnor gates                 5              5            0.0902
adders and majority gates                9              9             0.263
and+or+nand+nor                         16             16             0.240
-- routing by layer --
layer  GRT usage  vias up  share of wire
met5           0        -              0
met2      0.0690        9           0.50
li1            -      266              -
met4           0        0              0
met1      0.0518      232           0.47
met3     0.00568        0          0.038
Power and IR drop assume default switching activity.
